==> /design/flow/design.v <==
module music(
	input clk,
	output reg speaker
);
reg [30:0] tone;
always @(posedge clk) tone <= tone+31'd1;
wire [7:0] fullnote;
music_ROM get_fullnote(.clk(clk), .address(tone[29:22]), .note(fullnote));
wire [2:0] octave;
wire [3:0] note;
divide_by12 get_octave_and_note(.numerator(fullnote[5:0]), .quotient(octave), .remainder(note));
reg [8:0] clkdivider;
always @*
case(note)
	 0: clkdivider = 9'd511; 
	 1: clkdivider = 9'd482; 
	 2: clkdivider = 9'd455; 
	 3: clkdivider = 9'd430; 
	 4: clkdivider = 9'd405; 
	 5: clkdivider = 9'd383; 
	 6: clkdivider = 9'd361; 
	 7: clkdivider = 9'd341; 
	 8: clkdivider = 9'd322; 
	 9: clkdivider = 9'd303; 
	10: clkdivider = 9'd286; 
	11: clkdivider = 9'd270; 
	default: clkdivider = 9'd0;
endcase
reg [8:0] counter_note;
reg [7:0] counter_octave;
always @(posedge clk) counter_note <= counter_note==0 ? clkdivider : counter_note-9'd1;
always @(posedge clk) if(counter_note==0) counter_octave <= counter_octave==0 ? 8'd255 >> octave : counter_octave-8'd1;
always @(posedge clk) if(counter_note==0 && counter_octave==0 && fullnote!=0 && tone[21:18]!=0) speaker <= ~speaker;
endmodule
module divide_by12(
	input [5:0] numerator,   
	output reg [2:0] quotient, 
	output [3:0] remainder
);
reg [1:0] remainder3to2;
always @(numerator[5:2])
case(numerator[5:2])
	 0: begin quotient=0; remainder3to2=0; end
	 1: begin quotient=0; remainder3to2=1; end
	 2: begin quotient=0; remainder3to2=2; end
	 3: begin quotient=1; remainder3to2=0; end
	 4: begin quotient=1; remainder3to2=1; end
	 5: begin quotient=1; remainder3to2=2; end
	 6: begin quotient=2; remainder3to2=0; end
	 7: begin quotient=2; remainder3to2=1; end
	 8: begin quotient=2; remainder3to2=2; end
	 9: begin quotient=3; remainder3to2=0; end
	10: begin quotient=3; remainder3to2=1; end
	11: begin quotient=3; remainder3to2=2; end
	12: begin quotient=4; remainder3to2=0; end
	13: begin quotient=4; remainder3to2=1; end
	14: begin quotient=4; remainder3to2=2; end
	15: begin quotient=5; remainder3to2=0; end
endcase
assign remainder[1:0] = numerator[1:0];   
assign remainder[3:2] = remainder3to2;   
endmodule
module music_ROM(
	input clk,
	input [7:0] address,
	output reg [7:0] note
);
always @(posedge clk)
case(address)
	  0: note<= 8'd25;
	  1: note<= 8'd27;
	  2: note<= 8'd27;
	  3: note<= 8'd25;
	  4: note<= 8'd22;
	  5: note<= 8'd22;
	  6: note<= 8'd30;
	  7: note<= 8'd30;
	  8: note<= 8'd27;
	  9: note<= 8'd27;
	 10: note<= 8'd25;
	 11: note<= 8'd25;
	 12: note<= 8'd25;
	 13: note<= 8'd25;
	 14: note<= 8'd25;
	 15: note<= 8'd25;
	 16: note<= 8'd25;
	 17: note<= 8'd27;
	 18: note<= 8'd25;
	 19: note<= 8'd27;
	 20: note<= 8'd25;
	 21: note<= 8'd25;
	 22: note<= 8'd30;
	 23: note<= 8'd30;
	 24: note<= 8'd29;
	 25: note<= 8'd29;
	 26: note<= 8'd29;
	 27: note<= 8'd29;
	 28: note<= 8'd29;
	 29: note<= 8'd29;
	 30: note<= 8'd29;
	 31: note<= 8'd29;
	 32: note<= 8'd23;
	 33: note<= 8'd25;
	 34: note<= 8'd25;
	 35: note<= 8'd23;
	 36: note<= 8'd20;
	 37: note<= 8'd20;
	 38: note<= 8'd29;
	 39: note<= 8'd29;
	 40: note<= 8'd27;
	 41: note<= 8'd27;
	 42: note<= 8'd25;
	 43: note<= 8'd25;
	 44: note<= 8'd25;
	 45: note<= 8'd25;
	 46: note<= 8'd25;
	 47: note<= 8'd25;
	 48: note<= 8'd25;
	 49: note<= 8'd27;
	 50: note<= 8'd25;
	 51: note<= 8'd27;
	 52: note<= 8'd25;
	 53: note<= 8'd25;
	 54: note<= 8'd27;
	 55: note<= 8'd27;
	 56: note<= 8'd22;
	 57: note<= 8'd22;
	 58: note<= 8'd22;
	 59: note<= 8'd22;
	 60: note<= 8'd22;
	 61: note<= 8'd22;
	 62: note<= 8'd22;
	 63: note<= 8'd22;
	 64: note<= 8'd25;
	 65: note<= 8'd27;
	 66: note<= 8'd27;
	 67: note<= 8'd25;
	 68: note<= 8'd22;
	 69: note<= 8'd22;
	 70: note<= 8'd30;
	 71: note<= 8'd30;
	 72: note<= 8'd27;
	 73: note<= 8'd27;
	 74: note<= 8'd25;
	 75: note<= 8'd25;
	 76: note<= 8'd25;
	 77: note<= 8'd25;
	 78: note<= 8'd25;
	 79: note<= 8'd25;
	 80: note<= 8'd25;
	 81: note<= 8'd27;
	 82: note<= 8'd25;
	 83: note<= 8'd27;
	 84: note<= 8'd25;
	 85: note<= 8'd25;
	 86: note<= 8'd30;
	 87: note<= 8'd30;
	 88: note<= 8'd29;
	 89: note<= 8'd29;
	 90: note<= 8'd29;
	 91: note<= 8'd29;
	 92: note<= 8'd29;
	 93: note<= 8'd29;
	 94: note<= 8'd29;
	 95: note<= 8'd29;
	 96: note<= 8'd23;
	 97: note<= 8'd25;
	 98: note<= 8'd25;
	 99: note<= 8'd23;
	100: note<= 8'd20;
	101: note<= 8'd20;
	102: note<= 8'd29;
	103: note<= 8'd29;
	104: note<= 8'd27;
	105: note<= 8'd27;
	106: note<= 8'd25;
	107: note<= 8'd25;
	108: note<= 8'd25;
	109: note<= 8'd25;
	110: note<= 8'd25;
	111: note<= 8'd25;
	112: note<= 8'd25;
	113: note<= 8'd27;
	114: note<= 8'd25;
	115: note<= 8'd27;
	116: note<= 8'd25;
	117: note<= 8'd25;
	118: note<= 8'd32;
	119: note<= 8'd32;
	120: note<= 8'd30;
	121: note<= 8'd30;
	122: note<= 8'd30;
	123: note<= 8'd30;
	124: note<= 8'd30;
	125: note<= 8'd30;
	126: note<= 8'd30;
	127: note<= 8'd30;
	128: note<= 8'd27;
	129: note<= 8'd27;
	130: note<= 8'd27;
	131: note<= 8'd27;
	132: note<= 8'd30;
	133: note<= 8'd30;
	134: note<= 8'd30;
	135: note<= 8'd27;
	136: note<= 8'd25;
	137: note<= 8'd25;
	138: note<= 8'd22;
	139: note<= 8'd22;
	140: note<= 8'd25;
	141: note<= 8'd25;
	142: note<= 8'd25;
	143: note<= 8'd25;
	144: note<= 8'd23;
	145: note<= 8'd23;
	146: note<= 8'd27;
	147: note<= 8'd27;
	148: note<= 8'd25;
	149: note<= 8'd25;
	150: note<= 8'd23;
	151: note<= 8'd23;
	152: note<= 8'd22;
	153: note<= 8'd22;
	154: note<= 8'd22;
	155: note<= 8'd22;
	156: note<= 8'd22;
	157: note<= 8'd22;
	158: note<= 8'd22;
	159: note<= 8'd22;
	160: note<= 8'd20;
	161: note<= 8'd20;
	162: note<= 8'd22;
	163: note<= 8'd22;
	164: note<= 8'd25;
	165: note<= 8'd25;
	166: note<= 8'd27;
	167: note<= 8'd27;
	168: note<= 8'd29;
	169: note<= 8'd29;
	170: note<= 8'd29;
	171: note<= 8'd29;
	172: note<= 8'd29;
	173: note<= 8'd29;
	174: note<= 8'd29;
	175: note<= 8'd29;
	176: note<= 8'd30;
	177: note<= 8'd30;
	178: note<= 8'd30;
	179: note<= 8'd30;
	180: note<= 8'd29;
	181: note<= 8'd29;
	182: note<= 8'd27;
	183: note<= 8'd27;
	184: note<= 8'd25;
	185: note<= 8'd25;
	186: note<= 8'd23;
	187: note<= 8'd20;
	188: note<= 8'd20;
	189: note<= 8'd20;
	190: note<= 8'd20;
	191: note<= 8'd20;
	192: note<= 8'd25;
	193: note<= 8'd27;
	194: note<= 8'd27;
	195: note<= 8'd25;
	196: note<= 8'd22;
	197: note<= 8'd22;
	198: note<= 8'd30;
	199: note<= 8'd30;
	200: note<= 8'd27;
	201: note<= 8'd27;
	202: note<= 8'd25;
	203: note<= 8'd25;
	204: note<= 8'd25;
	205: note<= 8'd25;
	206: note<= 8'd25;
	207: note<= 8'd25;
	208: note<= 8'd25;
	209: note<= 8'd27;
	210: note<= 8'd25;
	211: note<= 8'd27;
	212: note<= 8'd25;
	213: note<= 8'd25;
	214: note<= 8'd30;
	215: note<= 8'd30;
	216: note<= 8'd29;
	217: note<= 8'd29;
	218: note<= 8'd29;
	219: note<= 8'd29;
	220: note<= 8'd29;
	221: note<= 8'd29;
	222: note<= 8'd29;
	223: note<= 8'd29;
	224: note<= 8'd23;
	225: note<= 8'd25;
	226: note<= 8'd25;
	227: note<= 8'd23;
	228: note<= 8'd20;
	229: note<= 8'd20;
	230: note<= 8'd29;
	231: note<= 8'd29;
	232: note<= 8'd27;
	233: note<= 8'd27;
	234: note<= 8'd25;
	235: note<= 8'd25;
	236: note<= 8'd25;
	237: note<= 8'd25;
	238: note<= 8'd25;
	239: note<= 8'd25;
	240: note<= 8'd25;
	241: note<= 8'd0;
	242: note<= 8'd00;
	default: note <= 8'd0;
endcase
endmodule
==> /design/flow/run.sh <==
#!/bin/bash
# OpenROAD 26Q1-2900-gdf79404cd8, Yosys 0.63+post, stock flow scripts
make -C /OpenROAD-flow-scripts/flow DESIGN_CONFIG=/design/flow/config.mk WORK_HOME=/design/flow/orfs finish
==> /design/flow/config.mk <==
export PLATFORM = sky130hd
export DESIGN_NAME = music
export DESIGN_NICKNAME = music
export VERILOG_FILES = /design/flow/design.v
export SDC_FILE = /design/flow/constraint.sdc
export NUM_CORES = 4
export LEC_CHECK = 1
export CORE_UTILIZATION = 40
==> /design/flow/constraint.sdc <==
current_design music

set clk_period 4.9
set clk_io_pct 0.2

create_clock -name clk0 -period $clk_period [get_ports {clk}]

set non_clock_inputs [all_inputs -no_clocks]
set_input_delay [expr $clk_period * $clk_io_pct] -clock clk0 $non_clock_inputs
set_output_delay [expr $clk_period * $clk_io_pct] -clock clk0 [all_outputs]
==> impl_metrics.py <==
# Synthesis and PnR figures
metrics = {
    "routing": {
        "drt_iter0_drc": 42,
        "totalWireLength_um": 5840,
        "viasPerCell": 5.16,
        "drc": 0,
        "num_vias": 2380,
        "n_antenna_cell": 0,
        "detail_route.wl_per_cell_um": 12.7,
        "drtPass1Iterations": 4,
        "drt.antenna.violating_nets": 0,
    },
    "synthesis": {
        "ys_cells": 364,
        "flop_cell": "dfxtp_1",
        "ys_warn_count": 3,
        "edf_count": 9,
        "ys_types": 53,
        "ys_async_sr_fraction": 0,
        "ys_chip_area_um2": 3260,
        "seq_area_frac_synth": 0.359,
        "postSynthAreaPerCell_um2": 8.96,
        "netlist_area_um2": 3260,
        "synthCells": 364,
        "ys_ff": 54,
    },
    "global_routing": {
        "grt_pass1_wl_um": 10300,
        "grt_pass1_vias": 2211,
        "gr-total-overflow": 0,
        "antenna_found_initial": 0,
        "grt_start_max_net_pins": 22,
        "track_usage": 0.150,
    },
    "clock_network": {
        "cts_tree": "built",
        "root_buffer": "clkbuf_8",
        "htree_levels": 2,
        "postCtsHoldBufs": 0,
        "cts.clk_slew.worst_paths_ns": 0.10,
        "cts_buffers": 5,
        "cts_buffer_depth": 2,
        "clk_latency_ns": 0.30,
        "cts.sinks": 54,
        "cts_setup_buffers": 0,
        "post_cts_resized": 0,
    },
    "critical_path": {
        "crit_slowest_cell": "or4b_2",
        "crit_type": "register to register",
        "cpLargestDelayFamily": "simple AND/OR/NAND/NOR gates",
        "cp.buffers_inverters": 1,
        "cp_data_arrival_time_ns": 2.38,
        "cp-start-kind": "register",
        "cp_max_fo": 5,
        "crit_path_end_kind": "register",
        "required_ns": 5.12,
        "cp_cell_sequence": "inv_1 > ha_1 > or4b_2 > o311ai_0 > a21oi_1 > a22oi_1",
        "cpPeakStageDelay_ns": 0.64,
    },
    "place": {
        "place_area_um2": 3300,
        "hpwl_um": 4170,
        "pre_cts_ws_ns": 2.74,
        "io_buffer_count": 1,
        "place_congestion": 0.828,
    },
    "final_layout": {
        "final_area_um2": 3390,
        "area_growth_pct": 3.91,
        "register_area_um2": 1170,
        "area.combinational_um2": 1890,
        "final_layout_size_suffix_gt1_frac": 0.0613,
        "fillCellCount": 778,
    },
    "run_status": {
        "status": "finished, final reports clean",
    },
    "pwr": {
        "swShare": 0.201,
        "intPower_uw": 562,
        "leakage_nw": 1.24,
        "p_per_area_nw_per_um2": 208,
        "seqPwrFrac": 0.637,
        "ir_drop_mv": 0.130,
        "switchingPower_uw": 142,
        "power_frac_clock": 0.363,
        "power_frac_comb": 0,
    },
    "job": {
        "tool_warnings": 40,
        "drv_cap": 0,
    },
    "floorplan": {
        "die_y_um": 92.3,
        "fp-utilization": 0.418,
        "core_area_um2": 7810,
        "ios": 2,
        "die_w_um": 92.3,
        "rows": 32,
        "dieArea_um2": 8520,
    },
    "sta": {
        "rsz0062_at_grt": "false",
        "finalCriticalPeriod_ns": 2.16,
        "fin_ws_ns": 2.74,
        "slew_violations": 0,
        "fin_skew_ns": 0.0108,
        "slew_headroom": 0.505,
        "setup_tns_ns": 0,
        "report.final.setup_viol": 0,
        "fin_crit_sh": 0.441,
        "fmax_ghz": 0.463,
        "worstMarginPinSlew_ns": 0.741,
        "hold_violations": 0,
    },
    "hold_path": {
        "hp-class": "register to register",
    },
}
-- power groups by stage --
stage | combinational, mW | sequential (mW) | clock, mW
CTS | 0.000000725 | 0.449 | 0.267
global route | 0.000000725 | 0.449 | 0.286
finish | 0.000000725 | 0.449 | 0.256
-- synth_stat cells, drive strengths merged, types with 6 or more instances --
| cell type | number | area share |
|---|---|---|
| dfxtp | 45 | 0.28 |
| nand2 | 33 | 0.038 |
| xnor2 | 25 | 0.067 |
| inv | 24 | 0.028 |
| nor2 | 24 | 0.028 |
| ha | 22 | 0.084 |
| a21oi | 17 | 0.026 |
| nand3 | 17 | 0.031 |
| o21ai | 14 | 0.021 |
| xor2 | 13 | 0.035 |
| clkbuf | 9 | 0.023 |
| edfxtp | 9 | 0.083 |
| nor3 | 9 | 0.015 |
| nor4 | 9 | 0.026 |
| mux2i | 8 | 0.025 |
| a31oi | 7 | 0.013 |
| and3 | 7 | 0.015 |
| nand4 | 7 | 0.013 |
| or3 | 6 | 0.012 |
-- final timing paths --
check | from | to | slack (ns) | cells past startpoint
worst max-delay path | get_fullnote.note[3] | counter_note[5] | 2.74 | 6
worst min-delay path | tone[0] | tone[0] | 0.43 | 1
worst max register to register | get_fullnote.note[3] | counter_note[5] | 2.74 | 6
worst min register to register | tone[0] | tone[0] | 0.43 | 1
-- stage by stage --
| stage | total power, mW | hold slack (ns) | cells | util |
|---|---|---|---|---|
| final | 0.704 | 0.426 | 461 | 0.434 |
| after global routing | 0.735 | 0.440 | 461 | 0.434 |
| after CTS | 0.716 | 0.423 | 461 | 0.434 |
| after detailed placement | 0.459 | 0.398 | 453 | 0.422 |
| after global placement | 0.459 | 0.396 | 453 | 0.422 |
| after floorplan | 0.459 | 0.383 | 364 | - |
-- final cells by class --
cell class,count,area share
inverter,25,0.0277
sequential,54,0.345
timing repair buffer,1,0.00295
multi-input combinational,271,0.558
clock inverter,2,0.00369
clock buffer,6,0.0244
tap,102,0.0376
-- layer usage --
metal | share of wire | vias up | track usage
met4 | 0.0065 | 0 | 0.0130
li1 | - | 1278 | -
met3 | 0.023 | 4 | 0.0234
met5 | 0 | - | 0
met2 | 0.43 | 20 | 0.230
met1 | 0.54 | 1078 | 0.238
-- placed cells by master, fill, tap and decap left out, drive strengths merged, types with 4 or more instances in the layout --
cell,count
clkbuf,6
nand4,7
nor4,9
nand2b,4
nand3,17
xor2,13
and3,7
mux2i,8
nor3,9
or3,6
ha,22
a21oi,17
a211o,4
a31oi,7
xnor2,25
a22oi,4
inv,24
nor2b,5
edfxtp,9
nand2,33
nor2,24
o21ai,14
o211ai,4
dfxtp,45
-- registers in the layout, indices dropped and copies added (netlist names) --
| register | cells |
|---|---|
| tone | 30 |
| counter_note | 9 |
| counter_octave | 8 |
| get_fullnote.note | 6 |
| speaker | 1 |
-- cell families (layout without fill, tap and decap cells) --
kind of cell	Yosys count	after routing	share of synthesized area
AND-OR/OR-AND	67	67	0.135
AND/OR/NAND/NOR	134	134	0.228
buffers and inverters	39	34	0.0610
adder cells (fa/ha/maj)	22	22	0.0844
flip-flops	54	54	0.359
multiplexers	10	10	0.0314
XOR/XNOR	38	38	0.102
Power figures rest on the tool's default switching activity, not on a simulated workload.
